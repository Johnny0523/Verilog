==> /design/flow/design.v <==
module hw2(A3,B3,A2,B2,A1,B1,A0,B0,D2,D1,D0);
input A3,B3,A2,B2,A1,B1,A0,B0;
output D2,D1,D0;
wire a,b,c,d,e,f,g,h,nA0,nA1,nA2,nA3,nB0,nB1,nB2,nB3;
wire x3,x2,x1,x0;
wire i,j,k,l,m,n;
not not1(nA0,A0);
not not2(nA1,A1);
not not3(nA2,A2);
not not4(nA3,A3);
not not5(nB0,B0);
not not6(nB1,B1);
not not7(nB2,B2);
not not8(nB3,B3);
and and11(a,nA3,B3);
and and12(b,nB3,A3);
and and13(c,nA2,B2);
and and14(d,nB2,A2);
and and15(e,nA1,B1);
and and16(f,nB1,A1);
and and17(g,nA0,B0);
and and18(h,nB0,A0);
nor nor1(x3,a,b);
nor nor2(x2,c,d);
nor nor3(x1,e,f);
nor nor4(x0,g,h);
and and21(i,x3,c);
and and22(j,x3,d);
and and23(k,x3,x2,e);
and and24(l,x3,x2,f);
and and25(m,x3,x2,x1,g);
and and26(n,x3,x2,x1,h);
or or1(D2,a,i,k,m);
or or2(D1,b,j,l,n);
and and27(D0,x3,x2,x1,x0);
endmodule
==> /design/flow/run.sh <==
#!/bin/bash
# OpenROAD 26Q1-2900-gdf79404cd8, Yosys 0.63+post, stock flow scripts
make -C /OpenROAD-flow-scripts/flow DESIGN_CONFIG=/design/flow/config.mk WORK_HOME=/design/flow/orfs finish
==> /design/flow/config.mk <==
export PLATFORM = sky130hd
export DESIGN_NAME = hw2
export DESIGN_NICKNAME = hw2
export VERILOG_FILES = /design/flow/design.v
export SDC_FILE = /design/flow/constraint.sdc
export NUM_CORES = 4
export LEC_CHECK = 1
export CORE_AREA = 10 10 70 70
export DIE_AREA = 0 0 80 80
==> /design/flow/constraint.sdc <==
current_design hw2

set clk_period 2.7
set clk_io_pct 0.2

create_clock -name clk0 -period $clk_period

set non_clock_inputs [all_inputs -no_clocks]
set_input_delay [expr $clk_period * $clk_io_pct] -clock clk0 $non_clock_inputs
set_output_delay [expr $clk_period * $clk_io_pct] -clock clk0 [all_outputs]
==> run_results.csv <==
group,metric,value,unit
sta,setup_repair_after_global_routing_missed_its_margin,"false",
critical_path,cp.required,2.16,ns
logic_synthesis,mean_cell_area_of_the_mapped_netlist,7.25,um^2
logic_synthesis,ys_seq_share,0,%
power,power.share.clock,0,%
layout,most_frequent_logic_cell_in_the_layout,"clkdlybuf4s50_1",
logic_synthesis,yosys.cell_types.count,6,
power,static_leakage,0.170,nW
global_route,grt_start_max_net_pins,5,
sta,least_margin_pin_slew,0.151,ns
placement,place_congestion,0.686,
hold_path,timing.hold.worst.class,"input port to output port",
power,worst_ir_drop_vdd,14.3,uV
layout,fillCellCount,398,
die,boundaryPins,11,
layout,drive_above_1_share,8.57,%
detailed_routing,drt-pass1-iter-count,2,
sta,report.final.hold_viol_count,0,
critical_path,path_buffers,3,
layout,sequential_cell_area,0,um^2
die,initial_core_util,5.09,%
power,post-layout-total-power,42.8,uW
critical_path,worst-setup-path-type,"input port to output port",
sta,fmax,390,MHz
sta,period_needed,2.56,ns
die,die-width,80,um
hold_path,timing.hold.worst_endpoint,"D1",
die,die_h,80,um
critical_path,critical_path.startpoint_type,"input port",
power,p_int,27.3,uW
placement,placement.cell_area,342,um^2
global_route,grt_pass1_wl,759,um
logic_synthesis,netlist_instances,24,
critical_path,crit_path_max_incr_delay,0.48,ns
sta,fin_setup_tns,0,ns
layout,most-common-layout-cells,"clkdlybuf4s50_1 (10), inv_1 (8), ha_1 (6)",
detailed_routing,first_iter_violations,1,
logic_synthesis,synth_area,174,um^2
critical_path,worstPathArrival,2.02,ns
detailed_routing,n_antenna_cell,0,
job,drv_cap,0,
sta,fin_crit_sh,94.9,%
die,floorplan.die_area,0.00640,mm^2
detailed_routing,drc_errors,0,
logic_synthesis,synth.top_cells.by_area,"ha_1 (58%), inv_1 (17%), a21oi_1 (12%)",
logic_synthesis,synth.yosys.chip_area,174,um^2
global_route,grt_util_all_layers,1.34,%
critical_path,capturing_element_type_of_the_critical_path,"output port",
detailed_routing,wl_per_cell,6.22,um
layout,area_growth_syn_to_layout,112,%
hold_path,worst_hold_startpoint,"A3",
hold_path,hold-path-cell-count,5,
placement,hpwlAfterDp,433,um
layout,final_cell_area,369,um^2
clocking,cts-hold-fix-buffers,0,
critical_path,critical_path_peak_fanout,2,
global_route,grt_pass1_vias,185,
power,seq_power_share,0,%
critical_path,critical_path.top_delay_family,"buffers and inverters",
power,switching_power,15.5,uW
die,core_area,0.00342,mm^2
critical_path,critical_path_cell_count,6,
power,power.switching_fraction,36.3,%
logic_synthesis,top_cell_area_share,57.6,%
job,log.warning_count,36,
global_route,grt_antenna_before_repair,0,
detailed_routing,num_vias,189,
sta,slew_headroom,89.9,%
detailed_routing,route.antenna.remaining_nets,0,
critical_path,worst_path_max_delay_cell,"clkdlybuf4s50_1",
logic_synthesis,post-synth-top-area-cell,"ha_1",
sta,final-setup-viol-count,0,
critical_path,timing.critical_path.cells,"clkdlybuf4s50_1 > inv_1 > ha_1 > nand2_1 > o21ai_1 > clkdlybuf4s50_1",
logic_synthesis,warnings_synthesis,0,
die,core.rowCount,21,
sta,slew_viol_final,0,
power,power_per_cell_area,116,mW/mm^2
global_route,grt.overflow.total,0,
power,combPwrFrac,100.0,%
layout,numSequentialCells,0,
placement,total_of_buffers_placed_on_input_and_output_ports,11,
logic_synthesis,yosys-stat-cells,24,
detailed_routing,routed_wirelength,504,um
layout,n_clock_buffer,0,
critical_path,crit_path_frequent_cell,"clkdlybuf4s50_1",
detailed_routing,post_drt_via_cell_ratio,2.33,
run_status,outcome,"completed",
-- power groups by stage --
| stage | registers [mW] | logic, mW | clock network, mW |
|---|---|---|---|
| final | 0 | 0.0428 | 0 |
| after CTS | 0 | 0.0394 | 0 |
| after global routing | 0 | 0.0485 | 0 |
-- worst max-delay path by stage --
stage	slack [ns]	endpoint	start
global route	0.02	D2	A1
CTS	0.03	D1	A3
finish	0.14	D1	A2
-- cell usage after synthesis --
cell and count:
o21ai_1 2, inv_1 8, a21oi_1 4, ha_1 8, nand2_1 1, and4_2 1
-- cell type report --
cell class / count / area [um^2] / share of cell area (%)
Multi-Input combinational cell: 16 / 169 / 45.8
Timing Repair Buffer: 11 / 113 / 30.5
Tap cell: 46 / 57.6 / 15.6
Inverter: 8 / 30.0 / 8.14
-- stage by stage --
step | utilization [%] | setup slack (ns) | hold slack [ns] | cells
2_1_floorplan | - | 1.09 | 1.26 | 24
3_3_place_gp | 10.0 | 0.0525 | 2.29 | 81
3_5_place_dp | 10.0 | 0.0382 | 2.30 | 81
4_1_cts | 10.0 | 0.0343 | 2.30 | 81
5_1_grt | 10.8 | 0.0176 | 1.97 | 81
6_report | 10.8 | 0.137 | 1.93 | 81
-- cells by family (layout without fill, tap and decap cells) --
kind of cell | Yosys count | count (layout) | synth area share [%]
and+or+nand+nor | 2 | 2 | 7.91
adders and majority gates | 8 | 8 | 57.6
AOI/OAI and AO/OA | 6 | 6 | 17.3
buffers and inverters | 8 | 19 | 17.3
-- metal layers --
layer  vias to the layer above  share of wire [%]  global-route usage, %
met5                         -                  0                      0
met4                         0                  0                      0
met3                         0                 18                  0.682
met2                         7                 45                   2.25
met1                        83                 37                   1.58
li1                         99                  -                      -
-- what timing repair did --
item                       CTS  global route
resized                      0             3
setup endpoints to repair    0             3
setup buffers                0             0
Power and IR drop assume default switching activity.
