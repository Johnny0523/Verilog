`design/flow/design.v`:
```
module s1093311_lab4(str_out, match, rst, str_in, clk);
input clk, rst, str_in ;
output [2:0]str_out;
output match;
reg match;
reg [2:0]str_out;
reg [1:0]current_state,next_state;
parameter [1:0]s0=2'b00,s1=2'b01,s2=2'b10,s3=2'b11;
always@(posedge clk or posedge rst)
begin
	if(rst)
	current_state<=s0;
	else
	begin
	current_state<=next_state;
	str_out[0]<=str_in;
	str_out[1]<=str_out[0];
	str_out[2]<=str_out[1]; 
	end
end
always@( current_state or str_in)
begin 
	case(current_state)
	s0:
	if(current_state==s0&&str_in==0)
	next_state=s0;
	else
	next_state=s1;
	s1:
	if(current_state==s1&&str_in==0)
	next_state=s0;
	else
	next_state=s2;
	s2:
	if(current_state==s2&&str_in==0)
	next_state=s3;
	else
	next_state=s2;
	s3:
	if(current_state==s3&&str_in==0)
	next_state=s0;
	else
	next_state=s1;
	endcase
end
always@(current_state)
begin
	if(current_state==s3)
	match=1;
	else
	match=0;
end
endmodule
```
`design/flow/run.sh`:
```
#!/bin/bash
# OpenROAD 26Q1-2900-gdf79404cd8, Yosys 0.63+post, stock flow scripts
make -C /OpenROAD-flow-scripts/flow DESIGN_CONFIG=/design/flow/config.mk WORK_HOME=/design/flow/orfs finish
```
`design/flow/config.mk`:
```
export PLATFORM = sky130hd
export DESIGN_NAME = s1093311_lab4
export DESIGN_NICKNAME = s1093311_lab4
export VERILOG_FILES = /design/flow/design.v
export SDC_FILE = /design/flow/constraint.sdc
export NUM_CORES = 4
export LEC_CHECK = 1
export CORE_AREA = 10 10 70 70
export DIE_AREA = 0 0 80 80
```
`design/flow/constraint.sdc`:
```
current_design s1093311_lab4

set clk_period 1.0
set clk_io_pct 0.2

create_clock -name clk0 -period $clk_period [get_ports {clk}]

set non_clock_inputs [all_inputs -no_clocks]
set_input_delay [expr $clk_period * $clk_io_pct] -clock clk0 $non_clock_inputs
set_output_delay [expr $clk_period * $clk_io_pct] -clock clk0 [all_outputs]
```
==> impl.org <==
#+TITLE: Implementation results

** Global route
- Wire length of the first global-routing pass :: 655 µm
- Overall Global Routing Usage :: 1.24%
- Via count of the first global-routing pass :: 152
- Largest net degree at the start of global routing :: 6
- The initial antenna violation count is 0.
- Remaining Overflow, GRT :: 0

** Floorplanning
- Number of placed I/O pins :: 7
- The region available for standard cell placement spans 3420 µm².
- Die boundary width :: 80 µm
- The overall die size recorded for this design is 6400 µm².
- Floorplan utilization :: 6.59%
- Die boundary height :: 80 µm
- Row Count :: 21

** Yosys
- In the synthesis report, Yosys lists the chip area as 225 µm².
- Summing all multiplexer cells gives an area fraction of 0%.
- Average cell area after synthesis :: 17.3 µm²
- After Yosys synthesis, and, or, nand and nor cells account for 6.67% of the synthesized area.
- After synthesis the cells add up to 225 µm².
- For this run, the number of Yosys warnings is 1.
- Register area share after synthesis :: 85.0%
- The cell-mix breakdown from Yosys lists the compound-gate area share as 6.67%.
- Among the non-sequential cells, simple AND/OR/NAND/NOR gates take the most area.
- The gate-level netlist out of Yosys references 8 unique cell types.
- The cell count after synthesis came out at 13.
- Of the total synthesized cell area, the portion taken by full adders, half adders and majority gates is 0%.
- The synthesis stat section lists a flop and latch total of 7.
- The synthesized netlist devotes 0% of its cell area to XOR and XNOR gates.
- The synthesized netlist was found by Yosys to have 13 cells.

** Setup path
- Cells along the critical path :: buf_2
- By startpoint and endpoint, the worst setup path is classified as flip-flop to output pin.
- Sum of buffers and inverters on the critical path :: 1
- In this design, the stage delay of the slowest critical-path cell is 0.37 ns.
- Nature of the critical path startpoint :: flip-flop
- Setup slack, reg-to-reg :: 0.19 ns
- Grouping stages by cell kind, the critical path spends the most delay in flip-flops.
- Crit path arrival time :: 0.74 ns
- Crit path capture type :: output pin
- Looking at the critical path, the single cell with the biggest stage delay is edfxtp_1.
- Worst Path Required :: 0.80 ns
- Max Fanout on Critical Path :: 2

** Place
- Pre-CTS setup slack :: -0.0269 ns
- The detailed placer reported the number of placed instances as 67.
- Number of port buffers :: 6
- Placed inst area :: 358 µm²
- Post-DP HPWL :: 317 µm
- Gp weighted congestion :: 0.692

** STA
- Setup violations, final :: 0
- Maximum clock frequency :: 1.06 GHz
- For the final routed database, the setup TNS stands at 0 ns.
- Number of hold-slack violations in the final timing report :: 0
- In this run the tightest slew margin relative to its limit is 85.9%.
- Min setup slack post-route :: 0.0609 ns
- The final max-slew violation count recorded for this run is 0.
- The smallest clock period supported by the final layout is computed as 0.939 ns.
- Clock skew after layout :: 0.000125 ns
- Setup repair after global routing left no endpoint under its margin.
- Post-layout period usage of the worst path :: 93.9%
- The most critical hold endpoint after final layout shows a slack of 0.316 ns.
- The pin closest to its max-slew limit shows a slew of 0.210 ns.

** Power and ir drop
- Pleak :: 0.157 nW
- Peak VDD IR :: 0.000210 V
- The script computed a power per unit cell area of 1660 nW/µm².
- Overall power :: 0.628 mW

** Routing
- The count of nets left with antenna violations once routing finished came out at 0.
- Routed WL per cell :: 5.41 µm
- Vias per cell :: 1.97
- Via count :: 144
- Total routed wirelength :: 395 µm
- In the routed design, unresolved DRC markers number 0.
- Number of diodes added for antenna fixing :: 0
- For this block, the initial DRC count from the detailed router was 4.
- Initial DRT Pass Iterations :: 4

** Layout
- In the layout the commonest cells are buf_4, clkbuf_4, dfrtp_1, buf_2, edfxtp_1.
- The layout summary lists the proportion of cells stronger than drive strength 1 as 44.4%.
- Design area :: 379 µm²
- The finished layout reports a core utilization of 11.1%.
- From synthesis to final layout, the design area changed by 68.3%.
- Highest-count logic cell in the final layout :: buf_4
- Finished Layout Cells :: 73

** Clock network
- Clock tree from TritonCTS :: yes
- Per the post-CTS timing run, clock transition at the registers of the reported paths is 0.05 ns.
- Clock sink total :: 7
- CTS built an H-tree with a depth of 1.
- CTS placed an instance of clkbuf_4 at the clock tree root.
- The clock reaches the later pin of the worst-skew pair after 0.24 ns.
- Clock tree synthesis inserted a total of 3 buffers.
- Clk buf depth :: 2

** Flow run
- Maximum capacitance violations :: 0
- Across all stage logs, warnings added up to 25.

** Min path
- The path class of the tightest hold or removal check is input port to asynchronous set/reset pin.

** Outcome
- The flow ran to the end, and the final reports show no timing, DRC or antenna violations.
-- flip-flops by register name, indices dropped and copies added (netlist names) --
| register | flops |
|---|---|
| str_out | 3 |
| current_state | 4 |
-- area by class of cell --
type                            instances  area, µm²
Multi-Input combinational cell          5       30.0
Inverter                                1       3.75
Fill cell                             396       3040
Sequential cell                         7        191
Timing Repair Buffer                   10       70.1
Tap cell                               46       57.6
Clock buffer                            4       26.3
-- path summary, 6_finish.rpt --
kind	from	end	depth (start not counted)
worst max-delay path	str_out[1]	str_out[1]	1
worst min register to register	current_state[2]	current_state[1]	1
worst max register to register	current_state[3]	current_state[0]	3
worst min-delay path	rst	current_state[1]	3
min in group clk0	current_state[2]	current_state[1]	1
max in group asynchronous	rst	current_state[0]	3
-- layer usage --
metal | GRT usage, % | wire (µm)
met1 | 1.49 | 208
met2 | 1.36 | 138
met3 | 1.25 | 48
met4 | 0.528 | 0
met5 | 0 | 0
-- Yosys cell counts (all sizes together) --
cell    n  area [µm²]
dfrtp   3        75.1
dfstp   1        26.3
edfxtp  3        90.1
inv     1        3.75
nor2    1        3.75
nor2b   1        6.26
nor3    1        5.00
o21a    2        15.0
-- what timing repair did --
item | 4_1_cts | 5_1_grt
hold buffers | 0 | 0
endpoints found under the setup margin | 4 | 1
gates resized | 11 | 1
buffers inserted | 2 | 0
-- cell families (layout without fill, tap and decap cells) --
group           count (synthesis)  count (layout)
flops                           7               7
compound gates                  2               2
simple gates                    3               3
buf+inv                         1              15
-- power breakdown --
part	switching, mW	internal, mW
Sequential	0.00879	0.328
Clock	0.0869	0.151
Combinational	0.0195	0.0335
Power figures rest on the tool's default switching activity, not on a simulated workload.
